File: flow/design.v
`timescale 1ns / 1ps
module clk_divider(clk, clk_out, rst);
	input clk, rst;
	output reg clk_out;
	reg [31:0] counter; 
	always @(posedge clk)
	begin
		if(rst)
		begin
			counter <= 0;
			clk_out <= 0;
		end
		else
		begin
			counter <= counter + 32'b1;
			if(counter == 32'd50000)
			begin
				clk_out <= ~clk_out;
				counter <= 0;
			end
		end
	end
endmodule
File: flow/run.sh
#!/bin/bash
# OpenROAD 26Q1-2900-gdf79404cd8, Yosys 0.63+post, stock flow scripts
make -C /OpenROAD-flow-scripts/flow DESIGN_CONFIG=/design/flow/config.mk WORK_HOME=/design/flow/orfs finish
File: flow/config.mk
export PLATFORM = sky130hd
export DESIGN_NAME = clk_divider
export DESIGN_NICKNAME = clk_divider
export VERILOG_FILES = /design/flow/design.v
export SDC_FILE = /design/flow/constraint.sdc
export NUM_CORES = 4
export LEC_CHECK = 1
export CORE_UTILIZATION = 30
File: flow/constraint.sdc
current_design clk_divider

set clk_period 5.0
set clk_io_pct 0.2

create_clock -name clk0 -period $clk_period [get_ports {clk}]

set non_clock_inputs [all_inputs -no_clocks]
set_input_delay [expr $clk_period * $clk_io_pct] -clock clk0 $non_clock_inputs
set_output_delay [expr $clk_period * $clk_io_pct] -clock clk0 [all_outputs]
==> results.txt <==
yosys + openroad results -> Lkg Pwr 0.5331 nW, clock latency on the worst-skew pair 0.28 ns, Yosys reg bits 33, adder share 1.478%, ao+oa area frac 12.71%, Synth Seq Share 39.02%, die area 5947 um2, pin count of the biggest net entering global routing 33, post-route ant nets 0, CP peak stage delay 0.46 ns, first-pass GRT wire length 5906 um, Pre-antenna DRT Iters 4, status finished, final reports clean, max-cap violation count 0, mux frac, synth 0%, Worst-path clk slew 0.06 ns, post-CTS setup buffers 0, Clock Path Buffers 2, DRT iter0 DRCs 110, Rel. slew slack 73.22%, post-synthesis cell count from yosys 193, total power 0.4712 mW, Dominant comb cell simple AND/OR/NAND/NOR gates, DIE WIDTH 77.12 um, layout cells sized above 1 8.205%, power per cell area 257.8 nW/um2, Synth Instances 193, Unique cell types 34, clk sinks 33, CP bufs+invs 1, fin crit period 2.088 ns, Fmax 0.4789 GHz, Reg area 660.6 um2, DRC viols 0, Synth Area per Inst 8.771 um2, drt total wl 3277 um, TNS Setup 0 ns, crit-path max FO 3, initial antenna violation count 0, family with the most delay on the worst path buffers and inverters, Root Buffer clkbuf_8, post-cts gate resize count 0, Cell Chain, Critical Path clkdlybuf4s50_1, hold-fix buffers at CTS 0, vias in the first global route 1228, Hold Fails Final Rpt 0, top flip-flop cell by instance count after synthesis dfxtp_1, TritonCTS Buffers 5, YS chip area 1693 um2, io pins 3, Hold Crit Class register to register, area fraction in xor and xnor cells 7.761%, Antenna diodes 0, Final Wtd Congestion 0.7580, cell area after placement 1748 um2, layout overhead on the synthesized area 7.982%, via count 1364, Pre-Place Util 32.12%, crit path max-delay cell type clkdlybuf4s50_1, worst path required time 4.00 ns, Setup violations, final 0, clock skew 0.005052 ns, number of synthesized flops with an enable pin 0, CP Capture Type output port, count of tool warnings 26, wire length per cell 12.37 um, Via density 5.147, H-tree Lvls 2, Total Routing Usage GR 12.27%, Core Region 5270 um2, Final Cycle Share 41.76%, Slew Limit Fails 0, filler cell count 551, # rows 26, Startpoint Class register, yosys warns 1, Synth Area in Simple Gates 34.15%, hpwl dp 2217 um, Async SR Flop Fraction 0%, Peak VDD IR 0.09723 mV, RSZ-0062 raised after global routing false, CTS tree done, die height 77.12 um, Design Area, Final 1828 um2, data arrival time of the worst path 1.09 ns, Crit Path Class register to output port, slew of the pin with the lowest slew margin 0.3964 ns, cell area after synthesis 1693 um2, I/O Buffers 2, Logic area 949.7 um2, gr ovfl total 0
[where the power goes]
| group | switching, mW | total (mW) | internal (mW) |
|---|---|---|---|
| clock network | 0.0922 | 0.191 | 0.0988 |
| logic | 0.00735 | 0.0120 | 0.00463 |
| registers | 0.00327 | 0.268 | 0.265 |
| total | 0.103 | 0.471 | 0.368 |
[cells by family after synthesis]
kind of cell / Yosys count
xor gates and xnor gates: 15
adders and majority gates: 2
AOI/OAI and AO/OA: 33
buffers and inverters: 15
and+or+nand+nor: 95
DFF: 33
[cells in the final DEF, fill, tap and decap left out, types with 6 or more instances in the layout]
master	instances
o21ai_0	6
nand3_1	10
a21oi_1	14
o31ai_1	9
nand4_1	13
or3_1	6
nor4_1	7
nand2_1	9
or4_1	9
nor2_1	20
xor2_1	6
dfxtp_1	33
xnor2_1	9
inv_1	6
[through the flow]
step	std cells	worst slack [ns]	util [%]	hold WS, ns
after global routing	265	2.697	34.69	0.5118
final	265	2.912	34.69	0.4724
after floorplan	193	3.145	-	0.4329
after CTS	265	2.896	34.69	0.4775
after detailed placement	257	2.804	33.17	0.4677
after global placement	257	2.819	33.17	0.4703
[path summary, 6_finish.rpt]
kind | startpoint | to | slack [ns] | cells past startpoint
setup / recovery | clk_out | clk_out | 2.91 | 1
setup reg to reg | counter[0] | counter[30] | 2.92 | 5
hold reg to reg | counter[31] | counter[31] | 0.47 | 2
hold / removal | counter[31] | counter[31] | 0.47 | 2
[synth_stat cells (all sizes together) (7+ instances only)]
master  instances  area share, %
a21oi          16            5.2
buf             7            3.1
dfxtp          33             39
nand2           9            2.0
nand3          10            3.0
nand4          15            6.8
nor2           20            4.4
nor4            7            2.6
o31ai          10            5.2
or3             7            2.7
or4            12            6.0
xnor2           9            4.7
[metal layers]
metal / global-route usage (%) / vias to the layer above / wire length [um]
li1: - / 738 / -
met1: 18.85 / 612 / 1782
met2: 17.79 / 8 / 1353
met3: 3.386 / 6 / 101
met4: 1.321 / 0 / 40
met5: 0 / - / 0
[area by class of cell]
cell class | count | share of cell area (%)
Sequential cell | 33 | 36.14
Clock buffer | 8 | 4.381
Inverter | 6 | 1.232
Multi-Input combinational cell | 145 | 51.95
Tap cell | 70 | 4.791
Timing Repair Buffer | 3 | 1.506
[registers in the layout, summed over array words and instances, names as in the netlist]
name,cells
counter,32
clk_out,1
Power and IR drop assume default switching activity.
